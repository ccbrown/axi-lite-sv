$ cat flow/config.mk
export PLATFORM = sky130hd
export DESIGN_NAME = subordinate
export DESIGN_NICKNAME = subordinate
export VERILOG_FILES = /design/flow/design.v
export SDC_FILE = /design/flow/constraint.sdc
export NUM_CORES = 4
export LEC_CHECK = 1
export CORE_UTILIZATION = 30
$ cat flow/constraint.sdc
current_design subordinate

set clk_period 2.4
set clk_io_pct 0.2

create_clock -name clk0 -period $clk_period [get_ports {axi_aclk_in}]

set non_clock_inputs [all_inputs -no_clocks]
set_input_delay [expr $clk_period * $clk_io_pct] -clock clk0 $non_clock_inputs
set_output_delay [expr $clk_period * $clk_io_pct] -clock clk0 [all_outputs]
$ cat flow/design.v
module subordinate #(
    localparam DATA_WIDTH = 32,
    localparam ADDRESS_WIDTH = 4
) (
    input  axi_aclk_in,
    input  axi_aresetn_in,
    input  [ADDRESS_WIDTH-1:0] axi_awaddr_in,
    input  [2:0] axi_awprot_in,
    input  axi_awvalid_in,
    input  [DATA_WIDTH-1:0] axi_wdata_in,
    input  [ADDRESS_WIDTH-1:0] axi_wstrb_in,
    input  axi_wvalid_in,
    input  axi_bready_in,
    input  [ADDRESS_WIDTH-1:0] axi_araddr_in,
    input  [2:0] axi_arprot_in,
    input  axi_arvalid_in,
    input  axi_rready_in,
    output axi_awready_out,
    output axi_wready_out,
    output [1:0] axi_bresp_out,
    output axi_bvalid_out,
    output axi_arready_out,
    output [DATA_WIDTH-1:0] axi_rdata_out,
    output [1:0] axi_rresp_out,
    output axi_rvalid_out
);
    reg [DATA_WIDTH-1:0] r0;
    reg [DATA_WIDTH-1:0] r1;
    reg [DATA_WIDTH-1:0] r2;
    reg [DATA_WIDTH-1:0] r3;
    reg axi_wready = 0;
    reg [1:0] axi_bresp = 2'b00;
    reg axi_bvalid = 0;
    reg axi_arready = 1;
    reg [DATA_WIDTH-1:0] axi_rdata;
    reg [1:0] axi_rresp = 2'b00;
    reg axi_rvalid = 0;
    assign axi_wready_out = axi_wready;
    assign axi_awready_out = axi_wready;
    assign axi_bresp_out = axi_bresp;
    assign axi_bvalid_out = axi_bvalid;
    assign axi_arready_out = axi_arready;
    assign axi_rdata_out = axi_rdata;
    assign axi_rresp_out = axi_rresp;
    assign axi_rvalid_out = axi_rvalid;
    always @(*)
    axi_arready <= !axi_rvalid_out;
    wire should_write;
    assign should_write = axi_wready_out && axi_wvalid_in && axi_wready_out && axi_awvalid_in;
    wire should_read;
    assign should_read = axi_arready_out && axi_arvalid_in && (!axi_rvalid_out);
    always @(posedge axi_aclk_in)
    axi_wready <= axi_aresetn_in && !axi_wready && (axi_awvalid_in && axi_wvalid_in) && (!axi_bvalid_out || axi_bready_in);
    always @(posedge axi_aclk_in)
    if (!axi_aresetn_in) begin
        axi_bvalid <= 0;
        axi_bresp  <= 2'b00;
    end else if (should_write)
        axi_bvalid <= 1;
    else if (axi_bready_in)
        axi_bvalid <= 0;
    always @(posedge axi_aclk_in)
    if (!axi_aresetn_in) begin
        axi_rvalid <= 0;
        axi_rresp <= 2'b00;
    end else if (should_read)
        axi_rvalid <= 1;
    else if (axi_rready_in)
        axi_rvalid <= 0;
	function [DATA_WIDTH-1:0] apply_wstrb;
		input [DATA_WIDTH-1:0]   prev;
		input [DATA_WIDTH-1:0]   data;
		input [DATA_WIDTH/8-1:0] wstrb;
		integer	k;
		for(k=0; k<DATA_WIDTH/8; k=k+1)
		begin
			apply_wstrb[k*8+:8] = wstrb[k] ? data[k*8+:8] : prev[k*8+:8];
		end
	endfunction
    always @(posedge axi_aclk_in)
    if (!axi_aresetn_in) begin
        r0 <= 0;
        r1 <= 0;
        r2 <= 0;
        r3 <= 0;
    end else if (should_write) begin
        case(axi_awaddr_in[3:2])
        2'd0: r0 <= apply_wstrb(r0, axi_wdata_in, axi_wstrb_in);
        2'd1: r1 <= apply_wstrb(r1, axi_wdata_in, axi_wstrb_in);
        2'd2: r2 <= apply_wstrb(r2, axi_wdata_in, axi_wstrb_in);
        2'd3: r3 <= apply_wstrb(r3, axi_wdata_in, axi_wstrb_in);
        endcase
    end
    always @(posedge axi_aclk_in)
    if (!axi_rvalid_out || axi_rready_in) begin
        case(axi_araddr_in[3:2])
        2'd0: axi_rdata <= r0;
        2'd1: axi_rdata <= r1;
        2'd2: axi_rdata <= r2;
        2'd3: axi_rdata <= r3;
        endcase
    end 
endmodule
$ cat flow/run.sh
#!/bin/bash
# OpenROAD 26Q1-2900-gdf79404cd8, Yosys 0.63+post, stock flow scripts
make -C /OpenROAD-flow-scripts/flow DESIGN_CONFIG=/design/flow/config.mk WORK_HOME=/design/flow/orfs finish
==> flow_metrics.env <==
# flow metrics
export IMPL_r2r_start="axi_wready$_DFF_P_"
export IMPL_design_die_area_um2=22590
export IMPL_maxCapViolCount=0
export IMPL_core_um2=21290
export IMPL_routed_wl_um=14280
export IMPL_num_vias=4369
export IMPL_initial_core_util=0.3100
export IMPL_p_int_uw=4659
export IMPL_synthAdderAreaFrac=0
export IMPL_min_period_ns=1.833
export IMPL_maxClockFrequency_mhz=545.6
export IMPL_yosys_stat_area_um2=6599
export IMPL_drc=0
export IMPL_pin_count=98
export IMPL_wl_per_cell_um=15.31
export IMPL_simple_gate_area_frac=0.1240
export IMPL_ys_flops=163
export IMPL_start_kind="register"
export IMPL_row_count=53
export IMPL_setup_tns_ns=0
export IMPL_cp_num_buf_inv=1
export IMPL_cp_arrival_ns=1.35
export IMPL_die_x_um=150.3
export IMPL_hold_buffers=0
export IMPL_grt_pass1_wl_um=22250
export IMPL_drt_iter0_drc=219
export IMPL_cts_buffer_depth=2
export IMPL_rsz0062_at_grt="no"
export IMPL_crit_chain="clkdlybuf4s50_1"
export IMPL_hold_start="r2[19]$_SDFFE_PN0P_"
export IMPL_die_y_um=150.3
export IMPL_ant_nets=0
export IMPL_end_kind="primary output"
export IMPL_cts_htree_levels=4
export IMPL_ys_async_sr_fraction=0
export IMPL_worstSkewPairLatency_ns=0.42
export IMPL_area_delta_synth_final_pct=27.47
export IMPL_period_used=0.7636
export IMPL_hpwl_um=8679
export IMPL_yosysMostFrequentCell="nand2_1"
export IMPL_warnings=37
export IMPL_swShare=0.2060
export IMPL_yosys_area_top_type="dfxtp_1"
export IMPL_synthXorXnorAreaFrac=0
export IMPL_worst_hold_slack_ns=0.4507
export IMPL_hold_violations=0
export IMPL_topCombFamilyByArea="multiplexers"
export IMPL_synth_warning_count=1
export IMPL_edf_count=32
export IMPL_ys_cells=552
export IMPL_p_leak_uw=0.002849
export IMPL_cts_tree="done"
export IMPL_p_comb_frac=0.055
export IMPL_synth_cells=552
export IMPL_synth_distinct_cells=21
export IMPL_r2r_end="r1[4]$_SDFFE_PN0P_"
export IMPL_vias_per_cell=4.683
export IMPL_crit_fanout=6
export IMPL_grt_use_total=0.1334
export IMPL_grt_overflow=0
export IMPL_clk_pin_slew_worst_paths_ns=0.06
export IMPL_cp_top_family="buffers and inverters"
export IMPL_nFillCells=1932
export IMPL_synth_area_top_cells="dfxtp_1 40%, mux2i_1 19%, edfxtp_1 15%, mux4_2 11%, nand2_1 9.2%"
export IMPL_drtPass1Iterations=4
export IMPL_antenna_found_initial=1
export IMPL_worstSetupPathType="reg2out"
export IMPL_common_cells="162 x nand2_1, 131 x dfxtp_1, 128 x mux2i_1, 32 x edfxtp_1, 32 x mux4_2"
export IMPL_port_buffer_count=83
export IMPL_hp_class="reg2reg"
export IMPL_cts_repair_resized=0
export IMPL_power_uw=5868
export IMPL_critPathRequiredTime_ns=1.92
export IMPL_slew_headroom=0.5457
export IMPL_cp_depth=1
export IMPL_grt_max_degree=164
export IMPL_seqPwrFrac=0.483
export IMPL_post_synth_ao_oa_area_fraction=0.002655
export IMPL_yosys_stat_seqShare=0.5430
export IMPL_n_antenna_cell=0
export IMPL_worst_pin_slew_ns=0.6814
export IMPL_crit_slowest_cell="clkdlybuf4s50_1"
export IMPL_synthMuxAreaShare=0.3034
export IMPL_synth_area_per_cell_um2=11.95
export IMPL_cts_setup_buffers=0
export IMPL_p_switching_uw=1209
export IMPL_min_to="r2[19]$_SDFFE_PN0P_"
export IMPL_grt_pass1_vias=4282
export IMPL_syn_cell_area_um2=6599
export IMPL_p_per_area_nw_per_um2=697.5
export IMPL_clock_skew_final_ns=0.008144
export IMPL_reg2reg_slack_ns=0.89
export IMPL_min_path_cells=2
export IMPL_fin_cells=933
export IMPL_cts_made_buffers=17
export IMPL_r2r_worst_path_cells=4
export IMPL_peakVddDrop_v=0.0004150
export IMPL_slowest_delay_ns=0.50
export IMPL_yosysTopAreaCellShare=0.3974
export IMPL_cts_sinks=163
export IMPL_clockPowerShare=0.462
export IMPL_slew_viol_final=0
export IMPL_dpl_cell_count=901
export IMPL_drive_gt1_frac=0.1489
export IMPL_ys_flop_type="dfxtp_1"
export IMPL_status="finished clean"
export IMPL_cts_root_buffer="clkbuf_16"
export IMPL_setup_violations=0
export IMPL_place_congestion=0.7486
-- final cells by class --
| cell class | count | area [um2] | area share |
|---|---|---|---|
| clock inverter | 3 | 40.04 | 0.004760 |
| sequential | 163 | 3583 | 0.4260 |
| tap | 275 | 344.1 | 0.04090 |
| clock buffer | 29 | 554.3 | 0.06589 |
| inverter | 1 | 3.754 | 0.0004462 |
| multi-input combinational | 358 | 2855 | 0.3394 |
| timing repair buffer | 104 | 1031 | 0.1226 |
-- cell families after synthesis --
kind of cell | after synthesis
other | 1
AND-OR/OR-AND | 2
AND/OR/NAND/NOR | 192
multiplexers | 160
flip-flops | 163
buffers and inverters | 34
-- how the worst max path moves through the flow --
stage	from	to	slack (ns)
after CTS	axi_wready$_DFF_P_	axi_awready_out	0.55
after global routing	axi_wready$_DFF_P_	axi_awready_out	0.51
final	axi_wready$_DFF_P_	axi_awready_out	0.57
-- per-layer routing --
layer / track usage / share of wire
met3: 0.04420 / 0.061
met2: 0.2051 / 0.47
met1: 0.1926 / 0.45
met4: 0.01970 / 0.015
met5: 0 / 0.00091
-- cells in the final DEF, fill, tap and decap left out --
cell / Yosys / final
nand2_1: 162 / 162
nor2_2: 14 / 14
nand2b_1: 2 / 1
clkinv_2: 0 / 2
o211a_1: 1 / 1
clkbuf_8: 0 / 2
nor3_4: 2 / 2
mux4_2: 32 / 32
buf_4: 6 / 18
a21boi_0: 1 / 1
inv_1: 1 / 1
nand3_1: 6 / 6
mux2i_1: 128 / 128
dfxtp_1: 131 / 131
nand3_2: 1 / 1
bufinv_16: 0 / 1
clkbuf_1: 8 / 7
conb_1: 1 / 4
edfxtp_1: 32 / 32
nor3b_1: 1 / 1
nand3b_1: 4 / 4
nand2b_2: 0 / 1
clkbuf_16: 0 / 20
clkdlybuf4s50_1: 0 / 81
buf_2: 13 / 1
buf_12: 0 / 4
-- power groups by stage --
stage         clock network (uW)  registers [uW]  logic [uW]
CTS                         2770            2830         330
global route                2870            2840         351
finish                      2710            2830         322
-- registers in the layout (all words and copies together), names as in the netlist --
register and cells:
axi_rdata 32, r0 32, r1 32, r2 32, r3 32, axi_bvalid 1
axi_rvalid 1, axi_wready 1
-- metrics by stage --
step / setup slack, ns / cell area (um2) / util
final: 0.5673 / 8412 / 0.3952
after global routing: 0.5078 / 8412 / 0.3952
after CTS: 0.5508 / 8412 / 0.3952
after detailed placement: 0.2644 / 7818 / 0.3672
after global placement: 0.3054 / 7818 / 0.3672
after floorplan: 0.7053 / 6610 / -
No activity file was given, so power comes from the tool's default toggle rates.
